===== flow/run.sh =====
#!/bin/bash
# OpenROAD 26Q1-2900-gdf79404cd8, Yosys 0.63+post, stock flow scripts
make -C /OpenROAD-flow-scripts/flow DESIGN_CONFIG=/design/flow/config.mk WORK_HOME=/design/flow/orfs finish

===== flow/config.mk =====
export PLATFORM = sky130hd
export DESIGN_NAME = Wait
export DESIGN_NICKNAME = Wait
export VERILOG_FILES = /design/flow/design.v
export SDC_FILE = /design/flow/constraint.sdc
export NUM_CORES = 4
export LEC_CHECK = 1
export CORE_UTILIZATION = 30

===== flow/constraint.sdc =====
current_design Wait

set clk_period 2.9
set clk_io_pct 0.2

create_clock -name clk0 -period $clk_period [get_ports {clk}]

set non_clock_inputs [all_inputs -no_clocks]
set_input_delay [expr $clk_period * $clk_io_pct] -clock clk0 $non_clock_inputs
set_output_delay [expr $clk_period * $clk_io_pct] -clock clk0 [all_outputs]

===== flow/design.v =====
module Wait (reset, clk, clk_2, check, PossibleStart, WriteChar);
   input clk;
   input PossibleStart;
   input WriteChar;
   input reset;
   output reg clk_2;
   output reg check;
   parameter period = 10416;
   parameter n =14;
   parameter halfPeriod = period/2;
   reg [n:0]  counter;
   parameter period1 = 2;
   parameter n1 =1;
   parameter halfPeriod1 = period1/2;
   reg [n1:0]  counter1;
   reg [1:0]  current_state;
   reg [1:0]  next_state;
   parameter IDLE = 2'b00;
   parameter POSSIBLESTART = 2'b01;
   parameter READ = 2'b10;
   parameter PARITY = 2'b11;
   always @(posedge clk or posedge reset) begin
      if (reset == 1'b1) begin
	 counter = 0;
	 counter1 = 0;
	 clk_2=0;
	 check = 0;
	 next_state <= 2'b00;
      end
      else begin
	 case (current_state)
	   IDLE: begin
	      if (PossibleStart==0)
		next_state<=IDLE;
	      else begin
		 next_state<=POSSIBLESTART;
		 clk_2=0;
	      end
	      if (WriteChar==1)
		next_state<=READ;
	      check=0;
	      counter=0;
	      if (counter1 == period1-1) begin
		 counter1 = 0;
		 clk_2 = 1;
	      end
	      else counter1 = counter1 +1'b1;
	      if (counter1 == halfPeriod1) clk_2 =0;
	   end  
	   POSSIBLESTART: begin
	      if (WriteChar==1) begin
		 next_state<=READ;
		 clk_2=1;
		 counter = 0;
	      end
	      if (WriteChar==0 && check==1)
		next_state<=IDLE;
	      if (WriteChar==0 && check==0)
		next_state<=POSSIBLESTART;
	      if (counter == halfPeriod-1) begin
		 counter=0;
		 check=1;
		 clk_2=1;
	      end
	      else
		counter = counter +1'b1;
	      if (counter1 == period1-1) begin
		 counter1 = 0;
		 clk_2 = 1;
	      end
	      else counter1 = counter1 +1'b1;
	      if (counter1 == halfPeriod1) clk_2 =0;
	   end  
	   READ: begin
	      if (WriteChar==1)
		next_state<=READ;
	      else begin
		 next_state<=PARITY;
		 clk_2 = 0;
	      end
	      check=0;
	      if (counter == period-1) begin
		 counter = 0;
		 clk_2 = 1;
	      end
	      else counter = counter +1'b1;
	      if (counter == halfPeriod) clk_2 =0;
	   end  
	   PARITY: begin
	      if (clk_2==1)
		next_state<= IDLE;
	      else
		next_state<=PARITY;
	      if (counter == period-1) begin
		 counter = 0;
		 clk_2 = 1;
	      end
	      else counter = counter +1'b1;
	      if (counter == halfPeriod) clk_2 =0;
	   end  
	   default: begin
	      next_state<=IDLE;
	      check=0;
	      clk_2=0;
	   end
	 endcase  
      end  
   end  
   always @(negedge clk or posedge reset) begin
      if (reset == 1'b1)
	current_state<=IDLE;
      else
	current_state<=next_state;
   end
endmodule

==> impl_metrics.json <==
{
  "status": "finished, violations left",
  "violations": "negative setup slack",
  "cp.arrival_ns": 3.16,
  "top_area_frac": 0.345,
  "place_area_um2": 1750,
  "avgSynthCellArea_um2": 8.55,
  "ys.flops": 23,
  "grt_pass1_vias": 1366,
  "finalSetupViolCount": 5,
  "netlist-cell-type-count": 49,
  "skew_ns": 0.0151,
  "dr.first_iter.drc_count": 97,
  "pin_count": 6,
  "dp_hpwl_um": 2730,
  "hold_depth": 1,
  "area_growth_pct": 25.3,
  "p_switching_uw": 459,
  "cts_buffers": 3,
  "crit_family": "AND-OR/OR-AND gates",
  "clock_path_buffers": 2,
  "via_per_inst": 5.41,
  "slew_headroom": 0.523,
  "hold_ws_ns": 0.485,
  "reg2reg_to": "counter[4]$_DFF_PP0_",
  "die_h_um": 73.2,
  "slew_violations": 0,
  "critPathCaptureType": "flop",
  "p_clk_frac": 0.156,
  "die-area_um2": 5360,
  "wirelength_um": 3910,
  "fp-utilization": 0.318,
  "ys_cells": 178,
  "die-width_um": 73.2,
  "warnings": 28,
  "layout_top_cell": "nor2_1",
  "power_density_nw_per_um2": 657,
  "p_leak_nw": 0.738,
  "grt_max_degree": 13,
  "synth.largest_area_cell": "dfrtp_1",
  "reg2reg_depth": 6,
  "hold_violations": 0,
  "cp_num_buf_inv": 1,
  "p_sw_frac": 0.366,
  "cts-root-buf": "clkbuf_8",
  "lay_top_cells": "nor2_1, dfrtp_1, buf_4, nand2_1, a21oi_1",
  "vias": 1423,
  "cts_tree": "built",
  "drv_cap": 0,
  "required_ns": 3.08,
  "portBuffers": 5,
  "antenna_found_initial": 0,
  "drtPass1Iterations": 4,
  "h-tree-depth": 1,
  "rsz0062_at_grt": "true",
  "grt-ovfl-total": 0,
  "seq_power_share": 0.393,
  "rows": 25,
  "power_frac_comb": 0.451,
  "final_cell_area_um2": 1910,
  "r2r_setup_slack_ns": -0.07,
  "netlist_area_um2": 1520,
  "cp_max_fo": 4,
  "min_to": "counter1[0]$_DFFE_PP0P_",
  "worst_slack_ns": -0.0729,
  "peakVddDrop_mv": 0.400,
  "min_from": "counter1[0]$_DFFE_PP0P_",
  "ys_chip_area_um2": 1520,
  "coreArea_um2": 4790,
  "internal_power_uw": 794,
  "yosysWarnings": 1,
  "crit_type": "reg -> reg",
  "grt_use_total": 0.162,
  "clk_latency_ns": 0.27,
  "crit_cells": 6,
  "hold_class": "reg -> reg",
  "syn_inst": 178,
  "cp_slowest_cell": "dfrtn_1",
  "flop_cell": "dfrtp_1",
  "path_cells": "nand2b_1, a41oi_4, buf_6, and2_1, a22oi_1, a21oi_1",
  "synthArstFlopShare": 1.00,
  "tightest_slew_ns": 0.710,
  "topCellsByArea": "dfrtp_1, nor2_1, xnor2_1",
  "layout-drive-gt1-share": 0.194,
  "cts.sinks": 23,
  "grt_pass1_wl_um": 6620,
  "rr_startpoint": "current_state[0]$_DFF_NP0_",
  "wl_per_cell_um": 14.9,
  "gp_congestion": 0.867,
  "edf_count": 0,
  "max_stage_delay_ns": 0.48,
  "postCtsHoldBufs": 0,
  "post-route-drc-count": 0,
  "seq_area_frac_synth": 0.378,
  "path_clk_slew_ns": 0.08,
  "startpoint_type": "flop",
  "diodes": 0,
  "detail-route-antenna-nets": 0
}
[synth_stat cells (3+ instances only)]
master / count
a21oi_1: 11
a22oi_1: 4
a31oi_1: 3
and4bb_1: 3
buf_2: 3
clkbuf_1: 4
dfrtp_1: 21
inv_1: 6
nand2_1: 13
nand3_1: 6
nand4_1: 3
nor2_1: 23
nor2b_1: 4
nor3_1: 6
nor4_1: 4
o21ai_0: 5
o22ai_1: 3
o31ai_1: 3
or3_1: 5
xnor2_1: 8
xor2_1: 3
[power by group through the flow]
stage	Sequential [mW]	Clock, mW	Combinational [mW]
after CTS	0.488	0.207	0.505
after global routing	0.507	0.216	0.616
final	0.492	0.196	0.565
[worst register-to-register path, stage by stage, from the launching register on]
cell	delay, ns
dfrtn_1	0.48
nand2b_1	0.11
a41oi_4	0.30
buf_6	0.14
and2_1	0.16
a22oi_1	0.08
a21oi_1	0.17
[how the worst max path moves through the flow]
stage / end / slack [ns] / startpoint
4_1_cts: clk_2$_DFFE_PP0P_ / -0.09 / current_state[0]$_DFF_NP0_
6_report: counter[4]$_DFF_PP0_ / -0.07 / current_state[0]$_DFF_NP0_
5_1_grt: clk_2$_DFFE_PP0P_ / -0.16 / current_state[0]$_DFF_NP0_
[state kept, by name, summed over array words and instances, names as in the netlist]
name,flops
check,1
next_state,2
counter1,2
counter,15
clk_2,1
current_state,2
[routing by layer]
metal | vias to the layer above | global-route usage | part of all wire
li1 | 690 | - | -
met1 | 708 | 0.251 | 0.51
met2 | 21 | 0.247 | 0.44
met3 | 4 | 0.0350 | 0.034
met4 | 0 | 0.0131 | 0.013
met5 | - | 0 | 0
[cells by family after synthesis]
family                   after synthesis  share of synthesized area
XOR/XNOR                              11                     0.0633
adder cells (fa/ha/maj)                2                     0.0164
flip-flops                            23                      0.378
AND-OR/OR-AND                         43                      0.189
AND/OR/NAND/NOR                       81                      0.296
buffers and inverters                 17                     0.0501
multiplexers                           1                    0.00658
[cell type report]
class / count / area (um2)
fillers: 469 / 2880
multi-input cells: 138 / 957
flip-flops and latches: 23 / 576
repair buffers: 24 / 219
well taps: 67 / 83.8
clock buffers: 4 / 45.0
inverters: 7 / 26.3
[through the flow]
stage,TNS [ns],worst slack [ns],power [mW],utilization,cells
2_1_floorplan,-0.00265,-0.00265,0.786,-,178
3_3_place_gp,-0.0775,-0.0430,0.954,0.366,255
3_5_place_dp,-0.192,-0.137,0.956,0.366,255
4_1_cts,-0.114,-0.0911,1.20,0.386,261
5_1_grt,-0.896,-0.161,1.34,0.398,263
6_report,-0.274,-0.0729,1.25,0.398,263
[repair_timing]
item	4_1_cts	5_1_grt
endpoints found under the setup margin	9	14
resized	7	12
setup buffers	2	2
pin swaps	2	3
Power figures rest on the tool's default switching activity, not on a simulated workload.
