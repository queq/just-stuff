==> design/flow/config.mk <==
export PLATFORM = sky130hd
export DESIGN_NAME = mstring
export DESIGN_NICKNAME = mstring
export VERILOG_FILES = /design/flow/design.v
export SDC_FILE = /design/flow/constraint.sdc
export NUM_CORES = 4
export LEC_CHECK = 1
export CORE_UTILIZATION = 40
==> design/flow/constraint.sdc <==
current_design mstring

set clk_period 1.2
set clk_io_pct 0.2

create_clock -name clk0 -period $clk_period [get_ports {clk_2}]

set non_clock_inputs [all_inputs -no_clocks]
set_input_delay [expr $clk_period * $clk_io_pct] -clock clk0 $non_clock_inputs
set_output_delay [expr $clk_period * $clk_io_pct] -clock clk0 [all_outputs]
==> design/flow/design.v <==
module mstring (WriteString, char, String, reset, clk_2);
   input WriteString;
   input [6:0] char;
   input       reset;
   input       clk_2;
   output reg [0:76] String;
  always @ (posedge clk_2 or posedge reset) begin
     if(reset==1'b1) begin
	  String<=77'b0;
	end
     else begin
	if (WriteString == 1'b1) begin	
	   String <= {String[7:76], char};
	end
     end
  end
endmodule 
==> design/flow/run.sh <==
#!/bin/bash
# OpenROAD 26Q1-2900-gdf79404cd8, Yosys 0.63+post, stock flow scripts
make -C /OpenROAD-flow-scripts/flow DESIGN_CONFIG=/design/flow/config.mk WORK_HOME=/design/flow/orfs finish
==> results.ini <==
[synth]
area_leaders=dfrtp_1 64%, mux2_2 18%, mux2_4 15%
ys_types=7
ys_seq_share_pct=64.3
yosysWarnings=1
top_area_share_pct=64.3
yosys_cells=164
synth_area_sq_um=3000
synth-area-yosys_sq_um=3000
syn-instance-count=164
top_area_cell=dfrtp_1
ys.flops=77
synth.avg_cell_area_sq_um=18.3

[routing]
drt-pass1-iter-count=2
vias=1853
drt-initial-drc-count=53
drc_errors=0
routedWlPerCell_um=13.0
ant_nets=0
insertedDiodeCount=0
viasPerCell=4.40
wl_um=5490

[critical_path]
required_ns=0.96
path_class=register to output port
cp_max_fo=2
r2r_slack_ns=0.20
endpoint_kind=output port
r2r-start=String[20]
path_buffers=1
slowest_delay_ns=0.41
reg2reg_to=String[20]
crit_slowest_cell=dfrtp_1
path_delay_family=flip-flops
crit_chain=clkdlybuf4s15_1
arrival_ns=0.91
crit_path_start_kind=register
reg2reg_depth=3

[run]
drv_cap=0
warnings=25

[cells_and_area]
design_area_sq_um=4660
largest_registers=String (77)
largest_register=String
drive_gt1_share_pct=53.1
syn_to_final_growth_pct=55.3
largest_register_ffs=77
fin_util_pct=64.2

[power_and_ir_drop]
p_per_area_nw_per_um2=2120
p_int_uw=7740
power_leakage_uw=0.00221
switching_power_uw=2110
p_sw_share_pct=21.4
pwr-share-clk_pct=24.8
peakVddDrop_v=0.00106
combPwrFrac_pct=35.4
seqPwrFrac_pct=39.8

[floorplanning]
die.size.y_um=88.6
initCoreUtil_pct=41.3
die-width_um=88.6
core_area_sq_um=7250
ios=87
die_area_sq_um=7840
num_rows=31

[placed_design]
place_congestion=0.718
placement.cell_area_sq_um=4020
dp_hpwl_um=3390
place.port_buffers=86

[sta]
slew_violations=0
fin_crit_ns=1.15
min_period_over_period_pct=96.1
worst_pin_slew_ns=0.234
relSlewSlack_pct=84.4
fmax_mhz=867
rsz0062_at_grt=no
final.setup.tns_ns=0
hold_violations=0
setup_viol=0
clock_skew_ns=0.0103

[cts]
postCtsHoldBufs=0
cts_buffers=9
cts_tree=done
cts.path.max_buffers=2
clkLatencyLatePin_ns=0.33
htree_levels=3
root_buffer=clkbuf_8
clock_sinks=77
clk_pin_slew_ns=0.08

[global_route]
antenna_found_initial=0
grtUsageTotal_pct=15.4
grt_first_pass_wirelength_um=8990
grt_max_degree=45
grt_pass1_vias=1773
grt-ovfl-total=0

[status]
status=finished clean

[worst_hold_path]
hp-class=primary input to async pin

through the flow:
stage	power (uW)	instances	hold WS (ns)	setup WS, ns
2_1_floorplan	4910	164	0.392	0.0921
3_3_place_gp	6870	348	0.490	0.0910
3_5_place_dp	6910	348	0.495	0.0957
4_1_cts	9910	417	0.316	0.000589
5_1_grt	10500	421	0.321	0.00111
6_report	9850	421	0.321	0.0466
repair_timing:
item                       4_1_cts  5_1_grt
setup endpoints to repair       77       22
resized                        145       20
buffers inserted                55        4
cells in the final DEF (no fill, tap or decap):
| cell | synthesis | final |
|---|---|---|
| buf_12 | 0 | 5 |
| clkdlybuf4s50_1 | 0 | 8 |
| clkbuf_2 | 0 | 11 |
| clkbuf_8 | 0 | 9 |
| buf_4 | 0 | 63 |
| mux2_4 | 30 | 30 |
| clkinv_2 | 0 | 1 |
| clkdlybuf4s15_1 | 0 | 66 |
| mux2_2 | 47 | 47 |
| bufinv_16 | 0 | 4 |
| dfrtp_1 | 77 | 77 |
| clkinvlp_4 | 0 | 1 |
Yosys cell counts:
master   count
mux2_4      30
dfrtp_1     77
buf_2        4
buf_8        3
inv_1        1
mux2_2      47
buf_6        2
worst max-delay path by stage:
stage	from	endpoint	slack [ns]	cells after the start
CTS	String[3]	String[3]	0.0006	1
global route	String[27]	String[27]	0.001	1
finish	String[44]	String[44]	0.05	1
power groups by stage:
stage	Sequential, uW	Clock [uW]	Combinational [uW]
6_report	3920	2440	3490
5_1_grt	4040	2610	3850
4_1_cts	3920	2510	3480
metal layers:
metal	global-route usage, %	part of all wire [%]
met4	1.76	1.3
met2	19.3	40
met1	27.8	51
met5	0	0
met3	5.20	8.4
cell type report:
cell class                      count  area, sq um
Fill cell                         554         2600
Sequential cell                    77         1930
Timing Repair Buffer              153         1370
Multi-Input combinational cell     77          980
Clock inverter                      5          125
Clock buffer                        9          124
Tap cell                           99          124
Inverter                            1         7.51
cell families after synthesis:
logic type / synth area share (%)
mux: 32.7
buf+inv: 3.05
flops: 64.3
Power figures rest on the tool's default switching activity, not on a simulated workload.
